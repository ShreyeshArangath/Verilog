==> design.v <==
module mux32to1(S,I,Y);
    input[4:0] S;  
    input[31:0] I;  
    wire[31:0] W;  
    wire[31:0] E;  
    output Y;  
    decoder5to32 U0(.A(S[4:0]), .D(W[31:0]));
    assign E[0] = W[0] & I[0];
    assign E[1] = W[1] & I[1];
    assign E[2] = W[2] & I[2];
    assign E[3] = W[3] & I[3];
    assign E[4] = W[4] & I[4];
    assign E[5] = W[5] & I[5];
    assign E[6] = W[6] & I[6];
    assign E[7] = W[7] & I[7];
    assign E[8] = W[8] & I[8];
    assign E[9] = W[9] & I[9];
    assign E[10] = W[10] & I[10];
    assign E[11] = W[11] & I[11];
    assign E[12] = W[12] & I[12];
    assign E[13] = W[13] & I[13];
    assign E[14] = W[14] & I[14];
    assign E[15] = W[15] & I[15];
    assign E[16] = W[16] & I[16];
    assign E[17] = W[17] & I[17];
    assign E[18] = W[18] & I[18];
    assign E[19] = W[19] & I[19];
    assign E[20] = W[20] & I[20];
    assign E[21] = W[21] & I[21];
    assign E[22] = W[22] & I[22];
    assign E[23] = W[23] & I[23];
    assign E[24] = W[24] & I[24];
    assign E[25] = W[25] & I[25];
    assign E[26] = W[26] & I[26];
    assign E[27] = W[27] & I[27];
    assign E[28] = W[28] & I[28];
    assign E[29] = W[29] & I[29];
    assign E[30] = W[30] & I[30];
    assign E[31] = W[31] & I[31];
    assign Y = E[0] | E[1] | E[2] | E[3] | E[4] | E[5] | E[6] | E[7] |
            E[8] | E[9] | E[10] | E[11] | E[12] | E[13] | E[14] | E[15] |
            E[16] | E[17] | E[18] | E[19] | E[20] | E[21] | E[22] | E[23] |
            E[24] | E[25] | E[26] | E[27] | E[28] | E[29] | E[30] | E[31] ;
endmodule
module decoder5to32(A, D);
    input [4:0] A;
    output[31:0] D;
    wire[11:0] W;
    decoder3to8 U0(.A(A[2:0]),.D(W[11:4]));
    decoder2to4 U1(.A(A[4:3]), .D(W[3:0]));
    assign D[0] = W[4] & W[0];
    assign D[1] = W[5] & W[0];
    assign D[2] = W[6] & W[0];
    assign D[3] = W[7] & W[0];
    assign D[4] = W[8] & W[0];
    assign D[5] = W[9] & W[0];
    assign D[6] = W[10] & W[0];
    assign D[7] = W[11] & W[0];
    assign D[8] = W[4] & W[1];
    assign D[9] = W[5] & W[1];
    assign D[10] = W[6] & W[1];
    assign D[11] = W[7] & W[1];
    assign D[12] = W[8] & W[1];
    assign D[13] = W[9] & W[1];
    assign D[14] = W[10] & W[1];
    assign D[15] = W[11] & W[1];
    assign D[16] = W[4] & W[2];
    assign D[17] = W[5] & W[2];
    assign D[18] = W[6] & W[2];
    assign D[19] = W[7] & W[2];
    assign D[20] = W[8] & W[2];
    assign D[21] = W[9] & W[2];
    assign D[22] = W[10] & W[2];
    assign D[23] = W[11] & W[2];
    assign D[24] = W[4] & W[3];
    assign D[25] = W[5] & W[3];
    assign D[26] = W[6] & W[3];
    assign D[27] = W[7] & W[3];
    assign D[28] = W[8] & W[3];
    assign D[29] = W[9] & W[3];
    assign D[30] = W[10] & W[3];
    assign D[31] = W[11] & W[3];
endmodule
module decoder1to2(A,D);
    input A;
    output[1:0] D;
    assign D[0] = ~A;
    assign D[1] = A;
endmodule
module decoder2to4(A,D);
    input[1:0] A;
    output[3:0] D;
    wire[3:0] W;
    decoder1to2 U0(.A(A[0]),.D(W[3:2]));
    decoder1to2 U1(.A(A[1]),.D(W[1:0]));
    assign D[0] = W[3] & W[1];  
    assign D[1] = W[2] & W[1];
    assign D[2] = W[3] & W[0];
    assign D[3] = W[2] & W[0];
endmodule
module decoder3to8(A,D);
    input[2:0] A;
    output[7:0] D;
    wire[5:0] W;
    decoder2to4 U0(.A(A[1:0]), .D(W[5:2]));
    decoder1to2 U1(.A(A[2]), .D(W[1:0]));
    assign D[0] = W[2] & W[1];
    assign D[1] = W[3] & W[1];
    assign D[2] = W[4] & W[1];
    assign D[3] = W[5] & W[1];
    assign D[4] = W[2] & W[0];
    assign D[5] = W[3] & W[0];
    assign D[6] = W[4] & W[0]; 
    assign D[7] = W[5] & W[0];
endmodule
==> run.sh <==
#!/bin/bash
# OpenROAD 26Q1-2900-gdf79404cd8, Yosys 0.63+post, stock flow scripts
make -C /OpenROAD-flow-scripts/flow DESIGN_CONFIG=/design/flow/config.mk WORK_HOME=/design/flow/orfs finish
==> config.mk <==
export PLATFORM = sky130hd
export DESIGN_NAME = mux32to1
export DESIGN_NICKNAME = mux32to1
export VERILOG_FILES = /design/flow/design.v
export SDC_FILE = /design/flow/constraint.sdc
export NUM_CORES = 4
export LEC_CHECK = 1
export CORE_AREA = 10 10 70 70
export DIE_AREA = 0 0 80 80
==> constraint.sdc <==
current_design mux32to1

set clk_period 2.1
set clk_io_pct 0.2

create_clock -name clk0 -period $clk_period

set non_clock_inputs [all_inputs -no_clocks]
set_input_delay [expr $clk_period * $clk_io_pct] -clock clk0 $non_clock_inputs
set_output_delay [expr $clk_period * $clk_io_pct] -clock clk0 [all_outputs]
==> reports/qor.yml <==
outcome: "complete, no violations"
final.period_utilization_pct: 97.0
fp_util_pct: 11.3
seq_area_frac_synth_pct: 0
layout-area-overhead-vs-synth_pct: 160
detail_route.iter0.violations: 26
synthSimpleGateAreaFrac_pct: 31.8
grt_start_max_net_pins: 8
buffer_ports.inserted: 38
dp_hpwl_microns: 1490
synth.lib_cells_used.distinct: 26
hold_viol: 0
setup-violations-final: 0
synth_xor_xnor_area_share_pct: 0
p_total_mw: 0.169
ys_cells: 48
die_height_microns: 80
overall_routed_net_length_microns: 1900
openroad.warnings: 33
worstHoldPathType: "input port to output port"
fp.coreArea_sq_mm: 0.00342
ios: 38
required_ns: 1.68
grt_setup_unrepaired: "yes"
fin_util_pct: 29.4
detail_route.wl_per_cell_microns: 13.1
synth.area.mux_share_pct: 35.7
drtAntennaViolNets: 0
drt_first_pass_iters: 2
fin_crit_ns: 2.04
core.rowCount: 21
aoi_share_pct: 22.4
grt_overflow: 0
slew-limit-headroom_pct: 83.3
achievable-frequency_mhz: 491
timing.critical_path.fanout_max: 1
power_density_mw_per_mm2: 169
drc_errors: 0
top_cells_by_area: "mux2_2 18%, mux2i_1 10%, buf_6 8.8%"
grt_pass1_wl_microns: 2990
first_global_vias: 621
clock_buffers: 0
critPathMaxStageDelay_ns: 0.40
yosysChipArea_sq_um: 385
grt.total_usage_pct: 5.63
post-synth-top-area-fraction_pct: 17.5
slowest_stage: "clkdlybuf4s50_1"
report.final.slew_viol_count: 0
critical-path-top-delay-family: "buffers and inverters"
ys.warnings.count: 0
syn_inst: 48
post_synth_most_frequent_cells: "6 x mux2_2, 4 x mux2i_1, 4 x nand3_1"
initial_antenna_violation_count: 0
worst-endpoint-arrival_ns: 1.62
mappedNetlistArea_sq_um: 385
vias: 575
timing_worst_setup_path_type: "input port to output port"
die-area_sq_mm: 0.00640
mi_logic_area_sq_um: 413
worstPathBufferInverterCount: 2
detailedPlace.worstSlack_ns: -0.698
synth_area_leader_cell: "mux2_2"
synthTopLogicFamily: "multiplexers"
worst-slew-pin-transition_ns: 0.247
maxCapViolCount: 0
startpoint_type: "input port"
power_leakage_nw: 0.548
ffs_latches: 0
register_area_sq_um: 0
post_route_cells_drive_above_1_share_pct: 42.4
cp_cell_sequence: "clkdlybuf4s50_1 -> mux2i_1 -> o22ai_1 -> o311ai_1 -> nand4_1 -> buf_2"
fillers: 379
n_antenna_cell: 0
gp_congestion: 0.714
synthAdderAreaFrac_pct: 0
final_critical_path_setup_slack_ns: 0.0624
yosys_top_cell_by_instances: "mux2_2"
die_x_microns: 80
viasPerCell: 3.97
critPathCaptureType: "output port"
ir_drop_worst_vdd_mv: 0.0688
syn_area_per_cell_sq_um: 8.03
-- area by class of cell --
type | instances | share of cell area (%)
Multi-Input combinational cell | 44 | 41.1
Tap cell | 46 | 5.74
Timing Repair Buffer | 55 | 53.1
-- routing by layer --
| metal | up-vias | track usage [%] | routed length [microns] |
|---|---|---|---|
| met5 | - | 0 | 0 |
| met4 | 0 | 0 | 0 |
| met3 | 0 | 1.82 | 147 |
| met2 | 20 | 10.0 | 929 |
| met1 | 264 | 6.79 | 824 |
| li1 | 291 | - | - |
-- cell usage in the layout (no fill, tap or decap) --
cell type	count
and2b_2	1
clkbuf_2	3
nand3b_1	3
nor2_2	1
buf_6	4
and3b_1	1
mux2i_2	1
o22ai_1	1
nor2b_4	1
a31oi_1	1
nand2b_1	1
clkdlybuf4s50_1	11
nand4_1	1
buf_4	13
a22oi_2	2
and3_1	1
nand3_2	2
nand2_1	3
dlymetal6s2s_1	15
o311ai_1	1
o21ai_1	1
dlygate4sd2_1	6
a41oi_2	1
o21ai_0	1
o21a_1	1
a221oi_2	1
buf_2	2
buf_8	1
nand3_1	2
nor3b_1	1
a311o_1	1
mux2i_1	3
nor2_1	2
mux2_4	8
a21oi_2	1
-- final timing paths --
check | slack (ns) | cells past startpoint | startpoint | to
worst min-delay path | 1.32 | 5 | S[3] | Y
worst max-delay path | 0.06 | 6 | I[4] | Y
-- cell families (layout without fill, tap and decap cells) --
kind of cell | after synthesis | count (layout)
muxes | 12 | 12
buffers and inverters | 4 | 55
AOI/OAI and AO/OA | 12 | 12
and+or+nand+nor | 20 | 20
-- metrics by stage --
stage	hold slack [ns]	area (sq um)	setup TNS (ns)	cells
3_5_place_dp	1.96	867	-0.698	139
4_1_cts	1.45	946	0	144
2_1_floorplan	0.948	385	0	48
5_1_grt	1.38	1000	-0.0168	145
3_3_place_gp	1.95	867	-0.657	139
6_report	1.32	1000	0	145
-- worst min-delay path: cells and delay by family --
| kind | cells | cell delay (ns) |
|---|---|---|
| simple gates | 1 | 0.10 |
| buf+inv | 3 | 0.31 |
| compound gates | 1 | 0.08 |
-- report_power, final --
group | leakage (nW) | internal, mW | switching (mW) | total, mW
clock network | 0 | 0 | 0 | 0
registers | 0 | 0 | 0 | 0
logic | 0.548 | 0.114 | 0.0553 | 0.169
total | 0.548 | 0.114 | 0.0553 | 0.169
-- what timing repair did --
item | 4_1_cts | 5_1_grt
pin swaps | 13 | 15
hold buffers | 0 | 0
buffers inserted | 4 | 1
endpoints found under the setup margin | 1 | 1
gates cloned | 1 | 0
endpoints found under the hold margin | 0 | 0
gates resized | 37 | 31
Power and IR drop assume default switching activity.
